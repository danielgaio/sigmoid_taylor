**./config.mk**
```make
export PLATFORM = sky130hd
export DESIGN_NAME = sigmoid_taylor
export DESIGN_NICKNAME = sigmoid_taylor
export VERILOG_FILES = /design/flow/design.v
export SDC_FILE = /design/flow/constraint.sdc
export NUM_CORES = 4
export LEC_CHECK = 1
export CORE_UTILIZATION = 30
```
**./constraint.sdc**
```tcl
current_design sigmoid_taylor

set clk_period 15.0
set clk_io_pct 0.2

create_clock -name clk0 -period $clk_period [get_ports {clk}]

set non_clock_inputs [all_inputs -no_clocks]
set_input_delay [expr $clk_period * $clk_io_pct] -clock clk0 $non_clock_inputs
set_output_delay [expr $clk_period * $clk_io_pct] -clock clk0 [all_outputs]
```
**./design.v**
```verilog
`timescale 1ns / 1ps
module sigmoid_taylor (
	input 	logic [11:0] x,
	input 	logic clk,
	output 	logic [12:0] f_x
);
	logic [3:0] n;	 
	logic [7:0] phi;
	logic [10:0] phi_xi, xi, B, D, tmp_mult;
	logic [11:0] q, result_mult;
	logic [15:0] W, V, lambda, S, tmp_comp, tmp_shift;
	always @ (posedge clk) begin
		if (x[11] == 0) begin
			f_x <= {1'b0, S[15:4]};
		end else begin
			f_x <= {1'b0, q};
		end
	end
	always @ (*) begin
		tmp_comp = ~S + 1;
		q <= tmp_comp[15:4];
	end
	always @ (*) begin
		S <= W + V + lambda;
	end
	always @ (*) begin
		lambda[15]=1;
		lambda[14]=n[3] | n[2] | n[1];
		lambda[13]=n[3] | n[2] | n[0];
		lambda[12]=n[3] | n[2];
		lambda[11]=n[3] | (n[1] & (~n[0])) | ((~n[1]) & n[0]) | (n[2] & n[1] & n[0]);
		lambda[10]=n[3] | (n[2] & n[1]) | (n[1] & (~n[0]));
		lambda[9] =n[3] | (n[1] & n[0]) | ((~n[2]) & n[0]);
		lambda[8] =n[3] | ((~n[2]) & n[1] & n[0]);
		lambda[7] =((~n[2]) & (n[1] | n[0])) | (n[2] & (~n[1]) & (~n[0]));
		lambda[6] =(n[3] & n[1]) | ((~n[2]) & n[1] & (~n[0])) | (n[2] & (~n[1]) & (~n[0]));
		lambda[5] =(n[3] & n[1] & n[0]) | (n[2] & (~n[1])) | ((~n[3]) & (~n[1]) & n[0]);
		lambda[4] =n[2] & (~n[1]);
		lambda[3] =((~n[3]) & (~n[1]) & n[0]) | ((~n[3]) & n[1] & (~n[0])) | ((~n[3]) & (~n[2]) & n[1]);
		lambda[2] =(n[2] & (~n[1]) & n[0]) | ((~n[3]) & n[1] & (~n[0])) | ((~n[3]) & (~n[2]) & n[1]);
		lambda[1] =((~n[3]) & n[0]) | ((~n[3]) & n[2] & n[1]);
		lambda[0] =n[2] & n[1];
	end
	always @ (*) begin
		tmp_shift[15:5] <= phi_xi;
		tmp_shift[4:0] <= 0;
		if (n == 0) begin
			W <= tmp_shift >> 2;	 
			V <= 0;
		end else if (n == 1) begin
			W <= tmp_shift >> 3;
			V <= tmp_shift >> 7;
		end else if (n == 2) begin
			W <= tmp_shift >> 4;
			V <= tmp_shift >> 5;
		end else if (n == 3) begin
			W <= tmp_shift >> 5;
			V <= tmp_shift >> 6;
		end else if (n == 4) begin
			W <= tmp_shift >> 5;
			V <= 0;											 
		end else if (n == 5) begin
			W <= tmp_shift >> 6;
			V <= 0;
		end else if (n == 6) begin
			W <= tmp_shift >> 7;
			V <= 0;
		end else if (n == 7) begin
			W <= tmp_shift >> 8;
			V <= 0;
		end else if (n == 8) begin
			W <= tmp_shift >> 9;
			V <= 0;
		end else if (n == 9) begin
			W <= tmp_shift >> 10;
			V <= 0;
		end else if (n == 10) begin
			W <= tmp_shift >> 11;
			V <= 0;
		end else if (n == 11) begin
			W <= tmp_shift >> 12;
			V <= 0;
		end else begin
			W <= 0;
			V <= 0;
		end
	end
	always @ (*) begin
		if (n == 0) begin
			phi_xi = xi;
		end else begin
			phi_xi[10:3] = phi;
			phi_xi[2:0] = 0;
		end
	end
	always @ (*) begin
		B = xi>>1;
		D = xi>>4;
		result_mult = xi+B-D;
		n = result_mult[11:8];
		phi = result_mult[7:0];
	end
	always @ (*) begin
		if (x[11] == 1) begin
			xi <= ~x[10:0] + 1;
		end else begin
			xi <= x[10:0];
		end
	end
endmodule
```
**./run.sh**
```bash
#!/bin/bash
# OpenROAD 26Q1-2900-gdf79404cd8, Yosys 0.63+post, stock flow scripts
make -C /OpenROAD-flow-scripts/flow DESIGN_CONFIG=/design/flow/config.mk WORK_HOME=/design/flow/orfs finish
```
==> ci_impl_report.md <==
### Flow metrics

| Metric | Value |
|---|---|
| Row count | `39` |
| Root Driver | `clkbuf_16` |
| Startpoint types | `input port` |
| First-pass GRT wire length | `20,200 um` |
| Crit share post-route | `0.8135` |
| CP delay by family, top | `simple AND/OR/NAND/NOR gates` |
| Worst-Margin Slew | `0.9315 ns` |
| Most frequent logic cell in the layout | `nand2_1` |
| Total die size | `12,630 um^2` |
| Number of fill cells in the layout | `1,209` |
| Clock slew at reported path FFs | `0.04 ns` |
| CTS buffer count | `3` |
| Register share after synthesis | `0.06573` |
| Peak Freq | `81.95 MHz` |
| Gr usage total | `0.2019` |
| Area of placed instances | `4070 um^2` |
| Placed insts | `685` |
| Post-Layout Cell Count | `689` |
| # resized after CTS | `0` |
| Port bufs | `24` |
| Core Footprint | `11,660 um^2` |
| Largest net degree at the start of global routing | `27` |
| CP Capture Type | `register` |
| Slew Limit Fails | `0` |
| Syn Std Cell Area | `3655 um^2` |
| Vias post-DR | `4,123` |
| Cell count in the Yosys report | `525` |
| Number of enable flip-flop cells | `0` |
| Slew HR | `0.3767` |
| Grt ovf | `0` |
| Number of hold buffers added after CTS | `0` |
| Drt initial violations | `645` |
| RSZ-0062 raised after global routing | `false` |
| Final core occ | `0.3566` |
| Mapped Cells | `525` |
| Final setup vio count | `0` |
| Setup bufs post-CTS | `0` |
| Buffers & Inverters on Critical Path | `5` |
| Synth Warn # | `1` |
| Worst path max stage delay | `0.72 ns` |
| Hpwl dp | `9582 um` |
| Syn avg cell area | `6.961 um^2` |
| Initial antenna violation count | `0` |
| Post-route cell area | `4159 um^2` |
| Minimum clock period | `12.20 ns` |
| Routed vias/inst | `5.984` |
| Die W | `112.4 um` |
| Die H | `112.4 um` |
| DR DRC count | `0` |
| Routed WL | `12,130 um` |
| H-tree lvl count | `1` |
| Largest Register | `f_x` |
| Avg WL per Cell | `17.61 um` |
| Top_reg_cell synth | `dfxtp_1` |
| Asr flop ratio synth | `0` |
| FP Core Util | `0.3134` |
| CP Data Required Time | `15.16 ns` |
| Tool Warnings | `25` |
| Top Registers | `f_x x12` |
| Min-delay worst type | `reg -> out` |
| Area delta synth->final | `13.80%` |
| Gp weighted congestion | `1.015` |
| Max reg flops | `12` |
| Most common logic cells in the final layout | `nand2_1, a21oi_1, inv_1` |
| Setup TNS | `0 ns` |
| Share of post-route cells with drive strength above 1 | `0.05495` |
| CTS tree | `yes` |
| Ant diodes | `0` |
| First-pass DRT Iterations | `5` |
| Yosys chip area | `3655 um^2` |
| CTS Sinks | `12` |
| Status | `complete, no violations` |
| Most frequent cell on the critical path | `nand2_1` |
| Peak fanout along the critical path | `16` |
| Hold Fails Final Rpt | `0` |
| Via count of the first global-routing pass | `3,840` |
| Post-DRT Antenna Nets | `0` |
| WS Path Type | `in -> reg` |
| Critical Path AT | `12.37 ns` |
| Max Cap Violations | `0` |
| Distinct cell type count after synthesis | `68` |
| Synth flops | `12` |
| Slowest cell on the critical path | `nor2_1` |
| # IOs | `26` |
| Clk buf depth | `2` |
[worst paths after layout]
path | slack (ns) | endpoint | cells after the start | startpoint
hold / removal | 3.90 | f_x[8] | 1 | f_x[8]
setup / recovery | 2.80 | f_x[11] | 30 | x[4]
[final cells by class]
type                            instances  area (um^2)  share of cell area
Clock buffer                            4        88.84             0.02136
Tap cell                              143        178.9             0.04302
Inverter                               48        180.2             0.04332
Sequential cell                        12        240.2             0.05776
Timing Repair Buffer                   34        315.3             0.07581
Multi-Input combinational cell        448         3156              0.7587
[cells by family after synthesis]
family,count (synthesis),synth area share
compound gates,185,0.3228
simple gates,157,0.2088
buf+inv,67,0.07292
xor+xnor,49,0.1174
fa+ha+maj,48,0.1931
flops,12,0.06573
mux,6,0.01814
other cells,1,0.001026
[synthesized netlist by cell type, drive strengths merged, types with 5 or more instances]
library cell | instances | share of area
dfxtp | 12 | 0.066
nor2 | 38 | 0.039
a22oi | 7 | 0.014
nand2 | 54 | 0.055
inv | 47 | 0.048
fa | 14 | 0.077
o21bai | 5 | 0.010
xnor2 | 27 | 0.065
a21oi | 52 | 0.071
nand3 | 12 | 0.016
buf | 8 | 0.012
o21a | 7 | 0.014
o22ai | 5 | 0.0086
xor2 | 22 | 0.053
o211ai | 9 | 0.018
a21o | 9 | 0.018
nor3 | 13 | 0.022
a211oi | 6 | 0.012
a31oi | 5 | 0.0086
clkbuf | 11 | 0.011
ha | 34 | 0.12
or2 | 8 | 0.014
o31ai | 6 | 0.012
o21ai | 45 | 0.062
[layer usage]
layer	global-route usage	vias to the layer above	share of wire	routed length [um]
met3	0.03247	32	0.092	1119
met5	0	-	0	0
met4	0.05689	0	0.027	322
met2	0.3019	253	0.42	5138
li1	-	1944	-	-
met1	0.3025	1894	0.46	5552
[per-stage QoR]
step	hold slack, ns	setup slack (ns)
after floorplan	3.258	4.673
after global placement	3.664	2.894
after detailed placement	3.652	2.740
after CTS	3.904	2.944
after global routing	3.938	2.039
final	3.899	2.797
